==> design.v <==
interface frame_inf(input logic clk, reset);
  logic [7:0] rx_data;
  logic       frame_detect;
  logic [3:0] fr_byte_position;
  modport DUT  (input clk, reset, rx_data, output frame_detect, fr_byte_position);
  modport TB(input clk, reset, output rx_data, input frame_detect, fr_byte_position);
endinterface
`timescale 1ns / 1ps
module frame_aligner(clk, rx_data , reset , fr_byte_position , frame_detect) ;
   output [3:0]  fr_byte_position;  
   output frame_detect;             
   input  clk;
   input  [7:0] rx_data;
   input  reset;
   reg [3:0] fr_byte_position;
   reg [1:0] legal_frame_counter;
   reg [5:0] na_byte_counter;
   reg 	     frame_detect;
   reg [7:0] header_lsb_samp;
   reg 	     fr_byte_position_rst;
   reg 	     na_byte_count_inc, na_byte_count_rst;
   reg 	     legal_frame_counter_rst , legal_frame_counter_inc;
   typedef enum reg [1:0] {FR_IDLE = 2'b00,
			   FR_HLSB = 2'b01,
			   FR_HMSB = 2'b10,
			   FR_DATA = 2'b11
			   } frame_aligner_state_e;
   frame_aligner_state_e current_state , next_state;
   wire   header_msb_valid , header_lsb_valid;
   always @ (posedge clk or  posedge reset)
     begin
	if (reset)
	  current_state <= FR_IDLE;
	else
	  current_state <= next_state;
     end
   always @ (*)
     begin
	fr_byte_position_rst = 1'b0;
	na_byte_count_inc = 1'b0;
	na_byte_count_rst = 1'b0;
	legal_frame_counter_rst = 1'b0;
	legal_frame_counter_inc = 1'b0;
	case(current_state)
	  FR_IDLE:
	    begin
	       if(header_lsb_valid)
		 begin
		    fr_byte_position_rst = 1'b1;
		    na_byte_count_inc = 1'b1;
		    next_state = FR_HLSB;
		 end
	       else
		 begin
		    legal_frame_counter_rst = 1'b1;
		    fr_byte_position_rst = 1'b1;
		    na_byte_count_inc = 1'b1;
		    next_state = FR_IDLE;
		 end
	    end
	  FR_HLSB:
	    begin
	       if(header_msb_valid)
		 begin
		    legal_frame_counter_inc = 1'b1;
		    next_state = FR_HMSB;
		 end
	       else
		 begin
		    legal_frame_counter_rst = 1'b1;
		    na_byte_count_inc = 1'b1;
		    next_state = FR_IDLE;
		 end
	    end
	  FR_HMSB:
	    begin
	       next_state = FR_DATA;
	    end
	  FR_DATA:
	    begin
	       if(fr_byte_position == 8'd10)
		 begin
		    na_byte_count_rst = 1'b1;
		    next_state = FR_IDLE;
		 end
	       else
		 next_state = FR_DATA;
	    end
	endcase
     end
   assign header_lsb_valid = (rx_data == 8'haa) || (rx_data == 8'h55);
     always @ (posedge clk or  posedge reset)
       begin
	  if (reset)
	    header_lsb_samp <= 8'h0; 
	  else if (header_lsb_valid)
	    header_lsb_samp <= rx_data;
       end
   wire [7:0] expected_header_msb = (header_lsb_samp == 8'haa) ? 8'haf : ( (header_lsb_samp == 8'h55) ? 8'hba : 8'h00);  
   assign header_msb_valid = (expected_header_msb == rx_data);
   always @ (posedge clk or  posedge reset)
     begin
	if (reset)
	  fr_byte_position <= 4'h0;
	else if (fr_byte_position_rst)
	  fr_byte_position <= 4'h0;
	else
	  fr_byte_position <= fr_byte_position + 1'b1;
     end
   always @ (posedge clk or  posedge reset)
     begin
	if (reset)
	  legal_frame_counter <= 2'h0;
	else if (legal_frame_counter_rst)
	  legal_frame_counter <= 2'h0;
	else if (legal_frame_counter_inc)
	  legal_frame_counter <= legal_frame_counter + 1'b1 ;
     end
     always @ (posedge clk or  posedge reset)
       begin
	  if (reset) 
	    na_byte_counter <= 6'h0;
	  else if (na_byte_count_rst)
	    na_byte_counter <= 6'h0;
	  else if (na_byte_count_inc)
	    na_byte_counter <= na_byte_counter + 1'b1;
       end
   always @ (posedge clk or  posedge reset)
     begin
	if (reset)
	  frame_detect <= 1'b0;
	else if(legal_frame_counter == 2'h3)
	  frame_detect <= 1'b1;
	else if(na_byte_counter == 6'd47)
	  frame_detect <= 1'b0;
     end
endmodule
==> run.sh <==
#!/bin/bash
# OpenROAD 26Q1-2900-gdf79404cd8, Yosys 0.63+post, stock flow scripts
make -C /OpenROAD-flow-scripts/flow DESIGN_CONFIG=/design/flow/config.mk WORK_HOME=/design/flow/orfs finish
==> config.mk <==
export PLATFORM = sky130hd
export DESIGN_NAME = frame_aligner
export DESIGN_NICKNAME = frame_aligner
export VERILOG_FILES = /design/flow/design.v
export SDC_FILE = /design/flow/constraint.sdc
export NUM_CORES = 4
export LEC_CHECK = 1
export CORE_AREA = 10 10 106 106
export DIE_AREA = 0 0 116 116
==> constraint.sdc <==
current_design frame_aligner

set clk_period 3.7
set clk_io_pct 0.2

create_clock -name clk0 -period $clk_period [get_ports {clk}]

set non_clock_inputs [all_inputs -no_clocks]
set_input_delay [expr $clk_period * $clk_io_pct] -clock clk0 $non_clock_inputs
set_output_delay [expr $clk_period * $clk_io_pct] -clock clk0 [all_outputs]
==> results.ini <==
[layout]
layout-drive-gt1-share_pct = 18.4
comb_area_um2 = 571
layout_top_cell = dfrtp_1
finalNonFillerCells = 244
final-seq-area_um2 = 627
lay_top_cells = dfrtp_1, clkdlybuf4s50_1, nor2_1
area_growth_pct = 27.8
fillCellCount = 974
final_cell_area_um2 = 1570

[global_routing]
grt_pass1_vias = 857
globalRouteOverflowTotal = 0
track_usage_pct = 3.69
grt_pass1_wl_um = 4200
antenna_found_initial = 0
grt_max_degree = 26

[flow_run]
warnings = 26
drv_cap = 0

[run_status]
status = complete, no violations

[sta]
tns_ns = 0
final_hold_viol_count = 0
timing.hold.ws_ns = 0.492
max_freq_mhz = 350
maxSlewHeadroom_pct = 65.1
slew_violations = 0
clock_skew_ns = 0.00276
period_needed_ns = 2.86
worst_slew_pin_slew_ns = 0.521
setup_viol = 0
rsz0062_at_grt = no
finalCritPeriodShare_pct = 77.3

[worst_setup_path]
r2r_cells = 7
worstPathRequired_ns = 3.84
crit_buf_inv = 1
crit_chain = clkdlybuf4s50_1 -> or4_4 -> a211oi_2 -> nand2_1 -> a311o_2 -> a21oi_4 -> mux2i_1 -> nor2_1
r2r-end = na_byte_counter[5]$_DFFE_PP0P_
reg2reg_slack_ns = 1.51
worst_setup_path_end_kind = register
rr_startpoint = header_lsb_samp[6]$_DFFE_PP0P_
cp_slowest_cell = or4_4
startpoint_type = input port
max_stage_delay_ns = 0.55
cp_top_family = AND-OR/OR-AND gates
arrival_ns = 3.00
crit_path_max_fanout = 10
crit_type = input port to register

[detailed_routing]
drtIter0Drc = 50
n_antenna_cell = 0
antenna_left = 0
wl_per_cell_um = 9.64
drt_first_pass_iters = 4
wl_um = 2350
routed_via_density = 3.61
vias = 881
drc = 0

[power_and_ir_drop]
p_leak_nw = 0.666
p_per_area_nw_per_um2 = 316
vdd_drop_max_mv = 0.0810

[placed_design]
place_congestion = 0.742
place_inst = 240
place_hpwl_um = 1770
portBuffers = 14
place_area_um2 = 1530

[logic_synthesis]
synthesis.area_um2 = 1230
ys_top_cells_by_area = dfrtp_1, and4bb_2, ha_1
yosysWarnings = 1
edf_count = 0
synth_cells = 116
ys_area_um2 = 1230
synth_top_cell_by_area = dfrtp_1
top_cell_area_share_pct = 48.8
yosysSeqAreaShare_pct = 50.9
flop_cell = dfrtp_1
ys_types = 36
ys_ff = 25
synthArstFlopShare_pct = 100
postSynthAreaPerCell_um2 = 10.6
ys_cells = 116

[floorplanning]
die_y_um = 116
die_area_um2 = 13500
dieWidth_um = 116
core_util_floorplan_pct = 13.9
core_um2 = 8850
rows = 34
io_pins = 15

[clocking]
cts.repair.resized = 0
cts_buffers = 3
cts_setup_buffers = 0
cts.clk_slew.worst_paths_ns = 0.09
cts_buffer_depth = 2
h-tree-depth = 1
clkSinkCount = 25
root_buffer = clkbuf_8
clock_latency_ns = 0.26
cts_tree = done
postCtsHoldBufs = 0

[hold_path]
min_from = header_lsb_samp[3]$_DFFE_PP0P_
hold_path_end = header_lsb_samp[3]$_DFFE_PP0P_
hold_path_depth = 1
hold_path_class = register to register

==> routing by layer <==
layer,GRT usage [%],vias to the layer above,wire [um]
met4,0.834,0,49
met2,5.95,13,1150
li1,-,456,-
met3,0.471,2,54
met5,0,-,0
met1,5.18,410,1100
==> cells in the mapped netlist (all sizes together), types with 2 or more instances <==
cell    count
nor3        3
mux2i       3
or4         2
nand3       3
o21ai       6
inv         8
a21o        6
a21oi       8
nand4b      2
xor2        2
ha          4
or3         4
and4bb      4
nor2       12
nand2       7
dfrtp      24
==> flip-flops by register name, summed over array words and instances (netlist names) <==
signal / cells
header_lsb_samp: 8
na_byte_counter: 6
current_state: 4
fr_byte_position: 4
legal_frame_counter: 2
frame_detect: 1
==> how the worst max path moves through the flow <==
stage           from                              to  cells after the start
4_1_cts   rx_data[7]  na_byte_counter[1]$_DFFE_PP0P_                      8
5_1_grt   rx_data[7]  na_byte_counter[1]$_DFFE_PP0P_                      8
6_report  rx_data[7]  na_byte_counter[1]$_DFFE_PP0P_                      8
==> power by group <==
| group | switching [mW] | internal (mW) | total (mW) | leakage (nW) |
|---|---|---|---|---|
| sequential | 0.00707 | 0.284 | 0.292 | 0.320 |
| clock | 0.0858 | 0.0762 | 0.162 | 0.0217 |
| combinational | 0.0192 | 0.0247 | 0.0439 | 0.324 |
| total | 0.112 | 0.385 | 0.497 | 0.666 |
==> cell type report <==
| type | count | area share [%] |
|---|---|---|
| Inverter | 8 | 1.91 |
| Sequential cell | 25 | 39.8 |
| Multi-Input combinational cell | 82 | 36.2 |
| Timing Repair Buffer | 17 | 10.3 |
| Clock inverter | 1 | 0.477 |
| Tap cell | 108 | 8.59 |
| Clock buffer | 3 | 2.62 |
==> cell families after synthesis <==
kind of cell,share of synthesized area [%]
compound gates,15.5
xor+xnor,2.13
fa+ha+maj,4.07
buf+inv,2.74
flops,50.9
mux,2.44
simple gates,22.2
==> metrics by stage <==
step	setup slack, ns	power [mW]	utilization [%]
after detailed placement	0.551	0.342	17.2
after global routing	0.695	0.528	17.8
after floorplan	1.12	0.322	-
after global placement	0.587	0.341	17.2
final	0.839	0.497	17.8
after CTS	0.825	0.505	17.8
Power is estimated from default activity; no workload was simulated.
